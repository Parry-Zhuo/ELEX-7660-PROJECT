[flow/design.v]
module dacInterface ( input logic clk, reset_n,   			 
		      input logic [11:0] data, 				 
		      output logic DAC_CSB, DAC_SCLK, DAC_DIN ) ;	 
	logic [5:0] count ; 			 
	logic DAC_SCLK_flag ; 			 
	logic [23:0] data_stream ; 		 
	assign DAC_SCLK = DAC_SCLK_flag ? clk : 1'b0 ;  
	always_comb 
		data_stream = { 8'b00110000, data, 4'b0000 } ;  
	always_ff @( posedge clk, negedge reset_n ) begin
		if ( ~reset_n ) 
			{ count, DAC_SCLK_flag, DAC_DIN, DAC_CSB } <= { '0, 1'b1 } ;
		else begin
			case ( count )
				0  : begin
					DAC_CSB <= ~DAC_CSB ;  
					DAC_DIN <= 1'b0 ;
				     end
				1  : begin
					DAC_DIN <= data_stream[23] ;
					DAC_SCLK_flag <= ~DAC_SCLK_flag ;  
				     end
				2  : DAC_DIN <= data_stream[22] ;
				3  : DAC_DIN <= data_stream[21] ;
				4  : DAC_DIN <= data_stream[20] ;
				5  : DAC_DIN <= data_stream[19] ;
				6  : DAC_DIN <= data_stream[18] ;
				7  : DAC_DIN <= data_stream[17] ;
				8  : DAC_DIN <= data_stream[16] ;
				9  : begin
					DAC_DIN <= 1'b0 ;
					DAC_SCLK_flag <= ~DAC_SCLK_flag ;  
				     end
				10 : begin
					DAC_DIN <= data_stream[15] ;
					DAC_SCLK_flag <= ~DAC_SCLK_flag ;  
				     end
				11 : DAC_DIN <= data_stream[14] ;
				12 : DAC_DIN <= data_stream[13] ;
				13 : DAC_DIN <= data_stream[12] ;
				14 : DAC_DIN <= data_stream[11] ;
				15 : DAC_DIN <= data_stream[10] ;
				16 : DAC_DIN <= data_stream[9] ;
				17 : DAC_DIN <= data_stream[8] ;
				18 : begin
					DAC_DIN <= 1'b0 ;
					DAC_SCLK_flag <= ~DAC_SCLK_flag ;  
				     end
				19 : begin
					DAC_DIN <= data_stream[7] ;
					DAC_SCLK_flag <= ~DAC_SCLK_flag ;  
				     end
				20 : DAC_DIN <= data_stream[6] ;
				21 : DAC_DIN <= data_stream[5] ;
				22 : DAC_DIN <= data_stream[4] ;
				23 : DAC_DIN <= data_stream[3] ;
				24 : DAC_DIN <= data_stream[2] ;
				25 : DAC_DIN <= data_stream[1] ;
				26 : DAC_DIN <= data_stream[0] ;
				27 : begin
					DAC_DIN <= 1'b0 ;
					DAC_SCLK_flag <= ~DAC_SCLK_flag ;  
				     end
				31 : DAC_CSB <= ~DAC_CSB ;  
				default : DAC_DIN <= 1'b0 ;
			endcase
			if ( count == 32 )   
				count <= 1'b0 ;  
			else
				count <= count + 1'b1 ;
		end
	end
endmodule
[flow/run.sh]
#!/bin/bash
# OpenROAD 26Q1-2900-gdf79404cd8, Yosys 0.63+post, stock flow scripts
make -C /OpenROAD-flow-scripts/flow DESIGN_CONFIG=/design/flow/config.mk WORK_HOME=/design/flow/orfs finish
[flow/config.mk]
export PLATFORM = sky130hd
export DESIGN_NAME = dacInterface
export DESIGN_NICKNAME = dacInterface
export VERILOG_FILES = /design/flow/design.v
export SDC_FILE = /design/flow/constraint.sdc
export NUM_CORES = 4
export LEC_CHECK = 1
export CORE_AREA = 10 10 70 70
export DIE_AREA = 0 0 80 80
[flow/constraint.sdc]
current_design dacInterface

set clk_period 2.2
set clk_io_pct 0.2

create_clock -name clk0 -period $clk_period [get_ports {clk}]

set non_clock_inputs [all_inputs -no_clocks]
set_input_delay [expr $clk_period * $clk_io_pct] -clock clk0 $non_clock_inputs
set_output_delay [expr $clk_period * $clk_io_pct] -clock clk0 [all_outputs]
==> flow_summary.yaml <==
# generated from flow reports
run_status:
  status: "finished clean"
synthesis:
  ys_sh_xor: 0.0550
  netlist_area_um2: 637
  yosys_area_um2: 637
  synth_cell_types: 32
  syn_avg_cell_area_um2: 9.23
  yosys_cells: 69
  synth_seq_share: 0.356
  yosys_warnings: 1
  synth-simple-area-share: 0.210
  flop_cell: "dfrtp_1"
  adder_share: 0.0982
  ys_sh_aoi: 0.181
  async_flop_share: 1.00
  netlist_logic_family_top: "simple AND/OR/NAND/NOR gates"
  edf_count: 0
  syn_inst: 69
  synth.area.mux_share: 0.0157
  synth_flops: 9
clock_network:
  clk_pin_slew_ns: 0.06
  post_cts_buffers: 0
  cts_tree: "built"
  worstSkewPairLatency_ns: 0.37
timing:
  clock_skew_ns: 0.00301
  rsz0062_at_grt: "false"
  finalHoldViolations: 0
  final-setup-viol-count: 0
  fin_tns_setup_ns: 0
  drv_slew: 0
  maxSlewHeadroom: 0.636
  worstMarginPinSlew_ns: 0.546
power_and_ir_drop:
  p_per_area_mw_per_mm2: 502
  p_int_uw: 346
  p_clk_frac: 0.539
  combPwrFrac: 0.073
  vdd_drop_max_uv: 359
  fin_total_pwr_uw: 431
  swShare: 0.197
  power_switching_uw: 85.0
  pwr-share-seq: 0.388
  leakage_uw: 0.000350
grt:
  grt_overflow: 0
  grt_use_met3: 0.0273
  grt_pass1_vias: 570
  grt_pass1_wl_um: 2640
  grt_max_degree: 17
  gr-usage-all-layers: 0.0506
  grt_most_used_layer: "met2"
  grt_util_met2: 0.0730
  antenna_found_initial: 0
  use_met1: 0.0645
detailed_routing:
  diodes: 0
  drt_wl_total_um: 1490
  drtIter0Drc: 57
  vias_per_cell: 4.13
  ant_nets: 0
  drc: 0
  firstDrtPassIters: 2
  dr_total_vias: 549
  wire_per_inst_um: 11.2
worst_setup_path:
  endpoint_kind: "primary output"
  cpMostUsedCell: "clkbuf_4"
  cp-start-kind: "clock port"
  cpLargestDelayFamily: "buffers and inverters"
  reg2reg_depth: 6
  cp_slowest_stage_delay_ns: 0.23
  crit_required_ns: 1.76
  timing.reg2reg.setup_slack_ns: 0.62
  cp.arrival_ns: 1.69
  reg2reg_from: "count[0]$_DFF_PN0_"
  worstSetupPathType: "clk -> out"
  path_buffers: 3
  cp_slowest_cell: "dlygate4sd2_1"
  crit_chain: "clkbuf_4 > clkbuf_4 > and2_1 > dlygate4sd2_1"
  critPathMaxFanout: 2
  timing.rr.end: "DAC_SCLK_flag$_DFFE_PN0P_"
flow_run:
  warnings: 31
  drv_cap: 0
floorplanning:
  die_h_um: 80
  core-area_mm2: 0.00342
  fp_util: 0.186
  die_w_um: 80
  die_area_mm2: 0.00640
  boundaryPins: 17
  num_rows: 21
place:
  placedCellCount: 126
  dp_hpwl_um: 1110
  port_buffers: 16
  gp_congestion: 0.847
worst_hold_path:
  hold_class: "in -> async"
final_layout:
  area_delta_synth_final_pct: 35.0
  fin_cells: 133
  layout-drive-gt1-share: 0.115
==> cells in the mapped netlist (2+ instances only) <==
cell type	count	area, um^2
ha_1	5	62.6
o211ai_1	2	15.0
inv_1	2	7.51
dfrtp_1	8	200
nor2b_1	4	25.0
a21o_1	2	15.0
a31oi_1	3	18.8
xnor2_1	2	17.5
o21ai_1	3	15.0
xor2_1	2	17.5
buf_6	3	33.8
a21oi_1	2	10.0
nand3_1	5	25.0
nand2_1	8	30.0
==> worst register-to-register path, stage by stage, from the launching register on <==
cell,delay [ns]
dfrtp_1,0.46
inv_1,0.10
ha_1,0.26
nor2b_1,0.15
nor3b_1,0.23
nor4_2,0.09
xor2_1,0.17
==> worst max path at each step <==
| stage | start | to | slack [ns] | cells after the start |
|---|---|---|---|---|
| after CTS | clk | DAC_SCLK | 0.04 | 4 |
| after global routing | clk | DAC_SCLK | 0.02 | 4 |
| final | clk | DAC_SCLK | 0.07 | 4 |
==> logic make-up (layout without fill, tap and decap cells) <==
kind of cell,Yosys count,after routing
DFF,9,9
AOI/OAI and AO/OA,17,17
adders and majority gates,5,5
muxes,1,1
and+or+nand+nor,25,25
xor gates and xnor gates,4,4
buffers and inverters,8,26
==> registers in the layout, indices dropped and copies added, names as in the netlist <==
name,cells
DAC_CSB,1
count,6
DAC_DIN,1
DAC_SCLK_flag,1
==> routing by layer <==
metal | up-vias | share of wire
li1 | 282 | -
met1 | 251 | 0.46
met2 | 13 | 0.45
met3 | 3 | 0.077
met4 | 0 | 0.013
met5 | - | 0
==> power groups by stage <==
stage	combinational, uW	sequential (uW)	clock, uW
4_1_cts	32.6	167	248
6_report	31.6	167	233
5_1_grt	34.7	167	265
==> cell type report <==
cell class	instances	area (um^2)
sequential	9	226
tap	46	57.6
fill	376	2560
clock buffer	8	57.6
timing repair buffer	15	150
multi-input combinational	52	357
inverter	3	11.3
==> placed cells by master, fill, tap and decap left out, drive strengths merged, types with 3 or more instances in the layout <==
cell	count
ha	5
nand3	5
clkdlybuf4s50	15
nor2b	4
clkbuf	7
inv	3
a31oi	3
o21ai	3
dfrtp	8
nand2	8
==> repair_timing <==
action | 4_1_cts | 5_1_grt
hold buffers | 0 | 0
resized | 1 | 0
endpoints found under the setup margin | 1 | 0
endpoints found under the hold margin | 0 | 0
==> stage by stage <==
step	instance area [um^2]	setup WS, ns	utilization	hold WS (ns)
after floorplan	637	0.546	-	0.144
after global placement	812	0.151	0.238	0.455
after detailed placement	812	0.151	0.238	0.458
after CTS	860	0.0415	0.252	0.397
after global routing	860	0.0191	0.252	0.405
final	860	0.0651	0.252	0.380
Power and IR drop assume default switching activity.
