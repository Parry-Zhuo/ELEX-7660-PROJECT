$ cat ./config.mk
export PLATFORM = sky130hd
export DESIGN_NAME = enc2val
export DESIGN_NICKNAME = enc2val
export VERILOG_FILES = /design/flow/design.v
export SDC_FILE = /design/flow/constraint.sdc
export NUM_CORES = 4
export LEC_CHECK = 1
export CORE_UTILIZATION = 40
$ cat ./constraint.sdc
current_design enc2val

set clk_period 5.7
set clk_io_pct 0.2

create_clock -name clk0 -period $clk_period [get_ports {clk}]

set non_clock_inputs [all_inputs -no_clocks]
set_input_delay [expr $clk_period * $clk_io_pct] -clock clk0 $non_clock_inputs
set_output_delay [expr $clk_period * $clk_io_pct] -clock clk0 [all_outputs]
$ cat ./design.v
module enc2val ( input logic reset_n, clk, 	 
		 input logic cw, ccw,		 
		 input logic [1:0] sel,  	 
		 output logic [2:0] shape,	 
		 output logic [2:0] depth,	 
		 output logic [7:0] freq ) ; 	 
	logic [3:0] cw_count, ccw_count ; 	 
	logic cw_flag, ccw_flag ; 		 
	logic [15:0] debounce_timer ; 		 
	always_ff @( posedge clk, negedge reset_n ) begin
		if (~reset_n ) begin
			{ cw_count, ccw_count, cw_flag, ccw_flag, debounce_timer } <= '0 ;
			shape <= 3'd0 ;
			depth <= 3'd2 ;
			freq <= 8'd14 ;
		end else begin
			case ( { cw, cw_flag, ccw, ccw_flag } )
				4'b1000 : cw_flag <= 1'b1 ;
				4'b0010 : ccw_flag <= 1'b1 ; 
			endcase
			if ( cw_flag || ccw_flag ) 
				debounce_timer <= debounce_timer + 1'b1 ;  
			if ( ccw_flag && cw_count < 4 ) 
				cw_count <= '0 ;  
			if ( cw_flag && ccw_count < 4 ) 
				ccw_count <= '0 ;  
			if ( debounce_timer == 50000 && cw_flag ) begin
				cw_count <= cw_count + 1'b1 ;
				{ debounce_timer, cw_flag } <= '0 ;  
			end
			if ( debounce_timer == 50000 && ccw_flag ) begin
				ccw_count <= ccw_count + 1'b1 ;
				{ debounce_timer, ccw_flag } <= '0 ;  
			end
			if ( cw_count == 4 ) begin
				case ( sel )
					default : if ( shape == 3'd5 )
					    	shape <= 3'd0 ;
					    else
						shape <= shape + 3'd1 ;
					1 : if ( freq == 8'd154 )
					    	freq <= freq ;
					    else
						freq <= freq + 8'd1 ;
					2 : if ( depth == 3'd4 )
					    	depth <= depth ;
					    else
						depth <= depth + 3'd1 ;
				endcase
				cw_count <= 0 ;  
			end
			if ( ccw_count == 4 ) begin
				case ( sel )
					default : if ( shape == 3'd0 )
					    	shape <= 3'd5 ;
					    else
						shape <= shape - 3'd1 ;
					1 : if ( freq == 8'd0 )
					    	freq <= freq ;
					    else
						freq <= freq - 8'd1 ;
					2 : if ( depth == 3'd0 )
					    	depth <= depth ;
					    else
						depth <= depth - 3'd1 ;
				endcase
				ccw_count <= 0 ;  
			end
		end
	end
endmodule 
$ cat ./run.sh
#!/bin/bash
# OpenROAD 26Q1-2900-gdf79404cd8, Yosys 0.63+post, stock flow scripts
make -C /OpenROAD-flow-scripts/flow DESIGN_CONFIG=/design/flow/config.mk WORK_HOME=/design/flow/orfs finish
==> reports/metrics.cfg <==
[hold_path]
hold_end = debounce_timer[7]$_DFFE_PN0P_
hold_class = register to register
min-delay-start = debounce_timer[7]$_DFFE_PN0P_
hold_depth = 1

[place]
dp_hpwl_mm = 3.36
portBuffers = 19
place_area_um2 = 2780
gp_congestion = 0.812

[pwr]
peakVddDrop_v = 0.000149
power_density_nw_per_um2 = 192
leakagePower_nw = 1.23

[floorplanning]
rows = 28
pin_count = 20
core_um2 = 6030
dieArea_um2 = 6690
die_y_um = 81.8
fp_util = 0.423
die_x_um = 81.8

[clocking]
tritoncts.num_buffers = 5
cts_sinks = 40
cts.clk_slew.worst_paths_ns = 0.08
postCtsHoldBufs = 0
root_buffer = clkbuf_8
cts_resized = 0
post_cts_buffers = 0
tritoncts = done
h-tree-depth = 2
insertion_delay_ns = 0.29
cts.path.max_buffers = 2

[final_timing]
slew_headroom = 0.551
max_freq_mhz = 376
finalSetupTns_ns = 0
maxSlewViolCount = 0
rsz0062_at_grt = false
finalHoldViolCount = 0
finClkSkew_ns = 0.00176
finalCriticalPeriod_ns = 2.66
final.period_utilization = 0.467
worst_pin_slew_ns = 0.674
finalSetupViolCount = 0

[global_route]
grt_pass1_vias = 1948
overflow = 0
track_usage = 0.174
antenna_found_initial = 0
grt_pass1_wl_mm = 8.91
grt_max_degree = 41

[logic_synthesis]
ys_cells = 279
edf_count = 0
yosysWarnings = 1
area_leaders = dfrtp_1, ha_1, o21ai_0, dfstp_2, nand2_1
async_flop_share = 1.00
synthDistinctLibCells = 52
ys_seq_elements = 40
top_cell = dfrtp_1
syn_area_per_cell_um2 = 9.13
netlist_instances = 279
synth_seq_share = 0.395
ys_top_cells_by_count = dfrtp_1, o21ai_0, nand2_1
ff_type = dfrtp_1
top_area_frac = 0.354
yosysTopAreaCell = dfrtp_1
yosys_area_um2 = 2550
netlist_area_um2 = 2550

[critical_path]
required_ns = 5.87
r2r_end = cw_count[3]$_DFFE_PN0P_
critPathLaunchType = input port
reg2reg_slack_ns = 3.47
endpoint_kind = register
r2r_start = debounce_timer[0]$_DFFE_PN0P_
crit_type = input port to register
rr_worst_depth = 7
crit_path_max_fanout = 8
critPathArrivalTime_ns = 2.83

[detailed_routing]
num_antenna_cells = 0
vias = 2071
drc = 0
wl_per_cell_um = 13.6
dr.pass1.iters = 4
ant_nets = 0
wl_mm = 5.05
drt_iter0_drc = 68
via_per_inst = 5.57

[job]
max_cap_viol_count = 0
log.warning_count = 34

[cells_and_area]
fin_area_um2 = 2910
drive_above_1_share = 0.0808
area_growth_pct = 14.3
fill_cells = 573

[outcome]
status = completed

-- layout by cell type, fill, tap and decap left out, drive strengths merged, types with 3 or more instances in the layout --
master,count
or2,3
nor2,14
clkbuf,7
clkdlybuf4s50,18
a31oi,3
a21oi,9
nor3,7
mux2i,6
dfrtp,36
and4bb,3
dfstp,4
ha,15
nand2,28
and3,4
nor4,3
nand3,19
and4,3
xnor2,11
o21ai,27
o31ai,4
nand3b,7
xor2,3
nand4,9
inv,20
-- per-layer routing --
metal,wire [µm],vias up,GRT usage
met5,0,-,0
met4,27,0,0.0316
met3,209,2,0.0271
met2,2220,48,0.258
met1,2590,979,0.280
li1,-,1042,-
-- registers in the layout, indices dropped and copies added (netlist names) --
register        count
cw_flag             1
depth               3
debounce_timer     16
shape               3
freq                8
ccw_count           4
ccw_flag            1
cw_count            4
-- worst max path at each step --
stage,from,end,cells after the start
5_1_grt,sel[1],freq[7]$_DFFE_PN0P_,8
6_report,sel[0],freq[7]$_DFFE_PN0P_,7
4_1_cts,sel[0],freq[7]$_DFFE_PN0P_,7
-- kinds of logic (layout without fill, tap and decap cells) --
kind of cell,after synthesis,in the layout,synth area share
xor gates and xnor gates,14,14,0.0482
buffers and inverters,30,48,0.0491
AOI/OAI and AO/OA,59,59,0.143
muxes,6,6,0.0236
adders and majority gates,15,15,0.0737
and+or+nand+nor,115,115,0.268
DFF,40,40,0.395
-- area by class of cell --
type                    count  area [µm²]  area share
clock inverters             1        30.0      0.0103
well taps                  75        93.8      0.0323
flip-flops and latches     40        1010       0.346
clock buffers               7        96.3      0.0331
inverters                  20        75.1      0.0258
repair buffers             20         193      0.0662
multi-input cells         209        1420       0.486
-- critical path, cell delays in order --
cell and delay, ns:
clkdlybuf4s50_1 0.48, ha_1 0.27, and4b_1 0.41, nand4_1 0.15, o311ai_0 0.13, o31a_1 0.19
o41ai_1 0.06
-- through the flow --
stage               power, W  utilization  worst slack (ns)  cells  hold slack, ns
finish              0.000558        0.483              3.04    372           0.485
global route        0.000581        0.483              2.91    372           0.519
CTS                 0.000569        0.483              3.06    372           0.494
detailed placement  0.000308        0.462              2.75    364           0.478
global placement    0.000307        0.462              2.80    364           0.477
floorplan           0.000295            -              3.31    279           0.444
-- report_power, final --
part	switching, W	total, W	internal (W)
Clock	0.000102	0.000256	0.000155
Combinational	0.00000947	0.0000164	0.00000695
Sequential	0.000000778	0.000285	0.000284
Total	0.000112	0.000558	0.000446
Power figures rest on the tool's default switching activity, not on a simulated workload.
