[design/flow/design.v]
module enc2sel ( input logic cw, ccw,		 
		  output logic [1:0] sel,  	 
		  input logic reset_n, clk);	 
	logic [3:0] cw_count, ccw_count ; 	 
	logic cw_flag, ccw_flag ; 		 
	logic [15:0] debounce_timer ; 		 
	always_ff @( posedge clk, negedge reset_n ) begin
		if (~reset_n ) 
			{ cw_count, ccw_count, cw_flag, ccw_flag, debounce_timer, sel } <= '0 ;  
		else begin
			case ( { cw, cw_flag, ccw, ccw_flag } )
				4'b1000 : cw_flag <= 1'b1 ;
				4'b0010 : ccw_flag <= 1'b1 ; 
			endcase
			if ( cw_flag || ccw_flag ) 
				debounce_timer <= debounce_timer + 1'b1 ;  
			if ( ccw_flag && cw_count < 4 ) 
				cw_count <= '0 ;  
			if ( cw_flag && ccw_count < 4 ) 
				ccw_count <= '0 ;  
			if ( debounce_timer == 50000 && cw_flag ) begin
				cw_count <= cw_count + 1'b1 ;
				{ debounce_timer, cw_flag } <= '0 ;  
			end
			if ( debounce_timer == 50000 && ccw_flag ) begin
				ccw_count <= ccw_count + 1'b1 ;
				{ debounce_timer, ccw_flag } <= '0 ;  
			end
			if ( cw_count == 4 ) begin
				if ( sel == 2'd2 )
					sel <= 2'd0 ;
				else
					sel <= sel + 1'b1 ;
				cw_count <= 0 ;  
			end
			if ( ccw_count == 4 ) begin
				if ( sel == 2'd0 )
					sel <= 2'd2 ;
				else
					sel <= sel - 1'b1 ;
				ccw_count <= 0 ;  
			end
		end
	end
endmodule 
[design/flow/run.sh]
#!/bin/bash
# OpenROAD 26Q1-2900-gdf79404cd8, Yosys 0.63+post, stock flow scripts
make -C /OpenROAD-flow-scripts/flow DESIGN_CONFIG=/design/flow/config.mk WORK_HOME=/design/flow/orfs finish
[design/flow/config.mk]
export PLATFORM = sky130hd
export DESIGN_NAME = enc2sel
export DESIGN_NICKNAME = enc2sel
export VERILOG_FILES = /design/flow/design.v
export SDC_FILE = /design/flow/constraint.sdc
export NUM_CORES = 4
export LEC_CHECK = 1
export CORE_AREA = 10 10 109 109
export DIE_AREA = 0 0 119 119
[design/flow/constraint.sdc]
current_design enc2sel

set clk_period 4.4
set clk_io_pct 0.2

create_clock -name clk0 -period $clk_period [get_ports {clk}]

set non_clock_inputs [all_inputs -no_clocks]
set_input_delay [expr $clk_period * $clk_io_pct] -clock clk0 $non_clock_inputs
set_output_delay [expr $clk_period * $clk_io_pct] -clock clk0 [all_outputs]
==> flow_results.org <==
#+TITLE: Physical design notes

** Setup path
- Among all stages on the critical path, the largest delay is contributed by sky130_fd_sc_hd__or4_1.
- Kind of launch point of the worst setup path :: register
- The required time at the worst endpoint is listed as 4.61 ns.
- Data arrival time of the worst path :: 2.40 ns
- Critical path start-end classification :: reg2reg
- The report lists the cells along the critical path as nor4bb_1 -> nand4_1 -> or4_1 -> nand2_1.
- Looking at the reg2reg group, the worst path starts from debounce_timer[3]$_DFFE_PN0P_.
- The worst register-to-register path has a setup slack of 2.22 ns.
- In this run the critical register-to-register path is captured at ccw_count[3]$_DFFE_PN0P_.
- Stage delay of the slowest cell on the critical path :: 0.65 ns
- The worst setup path is captured at a register.
- The report shows a maximum critical-path fanout of 15.
- Path depth of the worst reg2reg path :: 4

** Clocking
- Number of hold buffers added after CTS :: 0
- CTS saw 28 sinks.
- After clock tree synthesis, the setup repair step added 0 buffers.
- Htree depth :: 1
- TritonCTS built the clock tree.
- Later-pin clock latency in the skew report :: 0.27 ns
- Clock buffers created by TritonCTS :: 3
- Clk pin slew, worst setup/hold paths :: 0.09 ns
- Cells resized by post-CTS repair :: 0
- Buffer type at the clock tree root :: sky130_fd_sc_hd__clkbuf_8
- Worst-case clock buffer depth :: 2

** Detailed routing
- The routed design has 3.12 mm of wire.
- Pre-Repair DR Iteration Count :: 4
- Number of antenna diodes :: 0
- For this block, the initial DRC count from the detailed router was 81.
- For this run, the detailed router reports a per-instance via density of 4.14.
- For this run, design rule violations remaining after detail routing come to 0.
- Summing over every cut layer, the via total after detailed routing is 1288.
- Per the post-route antenna check, the number of violating nets is 0.
- Per the detail_route report, routed wire per instance is 10.0 µm.

** STA
- On the final layout, the worst clock skew is 0.00223 ns.
- Slew at the pin with the worst max-slew slack :: 0.620 ns
- The highest clock rate this design can be run at is 458 MHz.
- Per the final report, max-transition violations number 0.
- The smallest clock period supported by the final layout is computed as 2.18 ns.
- Setup repair after global routing left no endpoint under its margin.
- Total negative slack for setup checks :: 0 ns
- Final tally of hold violations :: 0
- The last timing report of the flow puts the setup violation total at 0.
- The final timing summary puts the cycle share of the worst path at 49.6%.
- Rel. slew slack :: 58.5%

** Die
- Number of rows created at floorplan :: 36
- I/O Pins :: 6
- The core region is 9640 µm².
- Die outline height :: 119 µm
- The floorplan step set the die width to 119 µm.
- Starting utilization of the core area :: 16.6%
- The chip occupies 14200 µm².

** Run status
- Run status :: finished, final reports clean

** Global route
- Pin count of the biggest net entering global routing :: 29
- Antenna violations before repair :: 0
- The first global-routing pass estimated 5.68 mm of wire.
- Vias in the first global route :: 1193
- Overflow after GRT :: 0
- The global routing report lists combined usage of all routing layers as 4.55%.

** Synth
- Main flop type :: sky130_fd_sc_hd__dfrtp_1
- Counting flops and latches in the post-synthesis netlist gives 28.
- Yosys warnings :: 1
- Cell variety after synth :: 39
- Post-synthesis instance area :: 1600 µm²
- Per the synth stats, the proportion of register bits with asynchronous set or reset is 100%.
- Gate count after technology mapping :: 176
- Cell count listed in synth_stat.txt :: 176
- Synthesized chip area reported by yosys :: 1600 µm²
- Mean instance size in the synthesized netlist :: 9.11 µm²
- Of the synthesized area, sequential elements account for 43.7%.
- In this run, synthesis inferred 0 flip-flops with an integrated enable.

** Placed design
- Once detailed placement completed, the half-perimeter wirelength came to 2.18 mm.
- Placed cell area :: 1800 µm²
- Per the gpl log, the routability congestion estimate is 0.814.
- IO Port Bufs :: 5

** Worst hold path
- Min-Delay Path Class :: reg2reg
- Hold analysis lists the worst path endpoint as ccw_count[2]$_DFFE_PN0P_.
- The worst hold path begins at ccw_count[2]$_DFFE_PN0P_.
- Number of cells traversed by the worst hold path :: 1

** Layout
- Most frequent cells in the layout :: sky130_fd_sc_hd__dfrtp_1, sky130_fd_sc_hd__nand2_1, sky130_fd_sc_hd__o21ai_0
- The most common logic cell in the final layout is sky130_fd_sc_hd__dfrtp_1.
- Share of layout cells above drive strength 1 :: 7.30%
- Counting the fill cells in the layout gives 1091.
- With fillers left out, the area of the finished cells amounts to 1840 µm².
- Area grow syn2layout :: 14.8%

** Pwr
- In this run the VDD rail shows a maximum IR drop of 0.122 mV.
- Power density over the cells :: 218 nW/µm²
- Static Leakage :: 0.771 nW

** Job
- OpenROAD emitted warnings numbering 30.
- Max-capacitance violation count :: 0
==> worst max-delay path by stage <==
stage | to | slack [ns] | startpoint
global route | ccw_count[3]$_DFFE_PN0P_ | 2.06 | debounce_timer[3]$_DFFE_PN0P_
finish | ccw_count[3]$_DFFE_PN0P_ | 2.22 | debounce_timer[3]$_DFFE_PN0P_
CTS | ccw_count[3]$_DFFE_PN0P_ | 2.28 | debounce_timer[3]$_DFFE_PN0P_
==> critical path: cells and delay by family, from the launching register on <==
kind	cells	cell delay, ns
flops	1	0.46
simple gates	4	1.67
==> state kept, by name (all words and copies together) (netlist names) <==
name            count
debounce_timer     16
ccw_count           4
cw_count            4
sel                 2
ccw_flag            1
cw_flag             1
==> power by group <==
group	switching (W)	internal, W	total (W)
clock network	0.0000742	0.0000614	0.000136
logic	0.00000573	0.00000299	0.00000871
registers	0	0.000257	0.000257
total	0.0000799	0.000321	0.000401
==> metrics by stage <==
stage	hold slack (ns)	instances	setup WS, ns	util, %	total power, W
after floorplan	0.474	176	2.74	-	0.000263
after global placement	0.507	308	2.33	18.7	0.000272
after detailed placement	0.514	308	2.31	18.7	0.000272
after CTS	0.528	311	2.28	19.1	0.000413
after global routing	0.556	311	2.06	19.1	0.000425
final	0.519	311	2.22	19.1	0.000401
==> metal layers <==
metal | track usage (%) | part of all wire (%)
met4 | 0.229 | 0.67
met5 | 0 | 0
met2 | 6.50 | 41
met1 | 6.96 | 49
met3 | 1.29 | 9.3
==> synthesized netlist by cell type (2+ instances only) <==
master	n	share of area, %
sky130_fd_sc_hd__o21ai_0	17	5.3
sky130_fd_sc_hd__nand2_1	20	4.7
sky130_fd_sc_hd__nor4bb_1	2	1.2
sky130_fd_sc_hd__mux2_2	2	1.4
sky130_fd_sc_hd__a41o_1	2	1.2
sky130_fd_sc_hd__nor2_1	8	1.9
sky130_fd_sc_hd__mux2i_1	4	2.5
sky130_fd_sc_hd__a21oi_1	8	2.5
sky130_fd_sc_hd__nor3_1	4	1.2
sky130_fd_sc_hd__inv_1	12	2.8
sky130_fd_sc_hd__nand4_1	9	3.5
sky130_fd_sc_hd__o211ai_1	2	0.94
sky130_fd_sc_hd__ha_1	9	7.0
sky130_fd_sc_hd__or4_1	5	2.3
sky130_fd_sc_hd__nor4_1	4	1.6
sky130_fd_sc_hd__dfrtp_1	28	44
sky130_fd_sc_hd__or2_2	3	1.2
sky130_fd_sc_hd__nand3_1	9	2.8
sky130_fd_sc_hd__xor2_1	2	1.1
sky130_fd_sc_hd__a31oi_1	2	0.78
sky130_fd_sc_hd__clkbuf_1	5	1.2
sky130_fd_sc_hd__and3_1	2	0.78
==> kinds of logic (layout without fill, tap and decap cells) <==
family	after synthesis	after routing	synth area share (%)
XOR/XNOR	2	2	1.09
buffers and inverters	20	22	5.00
flip-flops	28	28	43.7
multiplexers	6	6	3.90
AND-OR/OR-AND	38	38	14.5
AND/OR/NAND/NOR	73	73	24.7
adder cells (fa/ha/maj)	9	9	7.03
==> cell type report <==
type | instances | area (µm²) | area share, %
clock buffer | 3 | 41.3 | 2.24
multi-input combinational | 128 | 822 | 44.7
timing repair buffer | 7 | 65.1 | 3.54
tap | 133 | 166 | 9.04
inverter | 12 | 45.0 | 2.45
sequential | 28 | 701 | 38.1
Power figures rest on the tool's default switching activity, not on a simulated workload.
